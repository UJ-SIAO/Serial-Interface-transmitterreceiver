**flow/run.sh**
```bash
#!/bin/bash
# OpenROAD 26Q1-2900-gdf79404cd8, Yosys 0.63+post, stock flow scripts
make -C /OpenROAD-flow-scripts/flow DESIGN_CONFIG=/design/flow/config.mk WORK_HOME=/design/flow/orfs finish
```
**flow/constraint.sdc**
```tcl
current_design S1

set clk_period 6.5
set clk_io_pct 0.2

create_clock -name clk0 -period $clk_period [get_ports {clk}]

set non_clock_inputs [all_inputs -no_clocks]
set_input_delay [expr $clk_period * $clk_io_pct] -clock clk0 $non_clock_inputs
set_output_delay [expr $clk_period * $clk_io_pct] -clock clk0 [all_outputs]
```
**flow/design.v**
```verilog
module S1(clk,
		  rst,
		  RB1_RW,
		  RB1_A,
		  RB1_D,
		  RB1_Q,
		  sen,
		  sd
		  );
input  clk, rst;
input  [7:0] RB1_Q;   
output RB1_RW;        
output [4:0] RB1_A;   
output [7:0] RB1_D;   
output sen, sd;
reg RB1_RW;
reg [4:0] RB1_A;
reg [7:0] RB1_D;
reg sen, sd;
reg [20:0]recive_data0;
reg [20:0]recive_data1;
reg [20:0]recive_data2;
reg [20:0]recive_data3;
reg [20:0]recive_data4;
reg [20:0]recive_data5;
reg [20:0]recive_data6;
reg [20:0]recive_data7;
reg [4:0] addr_cnt;
reg [2:0] RB2_addr_cnt;
reg [4:0] bits_cnt;
reg flag_finish_reci;
reg [1:0]state;
reg [1:0]next_state;
parameter idle=0;
parameter recive=1;
parameter form=2;
parameter transfer=3;
always@(posedge clk or posedge rst)begin
	if(rst)
		RB1_RW<=1;
	else begin
		if(state == recive) begin
			RB1_RW<=1;
		end
		else 
			RB1_RW<=1;
	end
end
always@(posedge clk or posedge rst)begin
	if(rst)
		addr_cnt<=0;
	else begin
		if(state == recive) begin
			if(addr_cnt == 18)
				addr_cnt<=0;
			else
				addr_cnt<=addr_cnt+1;
		end
		else
			addr_cnt<=0;
	end
end
always@(posedge clk or posedge rst)begin
	if(rst)
		RB1_A<=0;
	else begin
		if(state == recive)begin
			RB1_A<=addr_cnt;
		end
		else
			RB1_A<=0;
	end
end
always@(posedge clk or posedge rst)begin
	if(rst)
		flag_finish_reci<=0;
	else begin
		if(RB1_A == 18)
			flag_finish_reci<=1;
		else
			flag_finish_reci<=0;
	end
end
always@(posedge clk or posedge rst)begin
	if(rst)begin
		recive_data0<=0;
		recive_data1<=0;
		recive_data2<=0;
		recive_data3<=0;
		recive_data4<=0;
		recive_data5<=0;
		recive_data6<=0;
		recive_data7<=0;
	end
	else begin
		if(state == recive)begin
			if(RB1_A>=1)begin
				recive_data0[RB1_A-1]<=RB1_Q[7];
				recive_data1[RB1_A-1]<=RB1_Q[6];
				recive_data2[RB1_A-1]<=RB1_Q[5];
				recive_data3[RB1_A-1]<=RB1_Q[4];
				recive_data4[RB1_A-1]<=RB1_Q[3];
				recive_data5[RB1_A-1]<=RB1_Q[2];
				recive_data6[RB1_A-1]<=RB1_Q[1];
				recive_data7[RB1_A-1]<=RB1_Q[0];	
			end
		end
		else if(state == form)begin
			recive_data0[20:18]<=3'b000;
			recive_data1[20:18]<=3'b001;
			recive_data2[20:18]<=3'b010;
			recive_data3[20:18]<=3'b011;
			recive_data4[20:18]<=3'b100;
			recive_data5[20:18]<=3'b101;
			recive_data6[20:18]<=3'b110;
			recive_data7[20:18]<=3'b111;	
		end
	end
end
always@(posedge clk or posedge rst)begin
	if(rst)begin
		sen<=1;
	end
	else begin
		if(state == transfer)begin
			if(bits_cnt >= 21 )
				sen<=1;
			else
				sen<=0;
		end
		else
			sen<=1;
	end
end
always@(posedge clk or posedge rst)begin
	if(rst)
		RB2_addr_cnt<=0;
	else begin
		if(state == transfer)begin
			if(RB2_addr_cnt == 7 && bits_cnt == 21)
				RB2_addr_cnt<=0;
			else if (bits_cnt == 21)
				RB2_addr_cnt<=RB2_addr_cnt+1;
		end
		else
			RB2_addr_cnt<=0;
	end
end
always@(posedge clk or posedge rst)begin
	if(rst)
		bits_cnt<=0;
	else begin
		if(state == transfer)begin
			if(bits_cnt == 21)
				bits_cnt<=0;
			else
				bits_cnt<=bits_cnt+1;
		end
		else
			bits_cnt<=0;
	end
end
always@(negedge clk or posedge rst)begin
	if(rst)
		sd<=0;
	else begin
		if(sen==1)
			sd<=0;
		else begin
			case(RB2_addr_cnt)
				0: sd<= (bits_cnt >= 1 ) ?  recive_data0[21-bits_cnt] : 0;
				1: sd<= (bits_cnt >= 1 ) ?  recive_data1[21-bits_cnt] : 0;
				2: sd<= (bits_cnt >= 1 ) ?  recive_data2[21-bits_cnt] : 0;
				3: sd<= (bits_cnt >= 1 ) ?  recive_data3[21-bits_cnt] : 0;
				4: sd<= (bits_cnt >= 1 ) ?  recive_data4[21-bits_cnt] : 0;
				5: sd<= (bits_cnt >= 1 ) ?  recive_data5[21-bits_cnt] : 0;
				6: sd<= (bits_cnt >= 1 ) ?  recive_data6[21-bits_cnt] : 0;
				7: sd<= (bits_cnt >= 1 ) ?  recive_data7[21-bits_cnt] : 0;
				default : sd<=0;
			endcase
		end
	end
end
always@(posedge clk or posedge rst)begin
	if(rst)
		next_state<=recive;
	else begin
		case(state)
			idle: 		next_state <= recive;
			recive: 	next_state <= form;
			form:		next_state <= transfer;
			transfer:	next_state <= idle;
			default:	next_state <= idle;
		endcase
	end
end
always@(posedge clk or posedge rst)begin
	if(rst)
		state<=idle;
	else begin
		if(state == idle)begin
			state<=next_state;
		end
		else if(state == recive)begin
			if(flag_finish_reci)
				state<=next_state;
			else
				state<=state;
		end
		else if(state == form)begin
			state<=next_state;
		end
		else if(state == transfer)begin
			if(RB2_addr_cnt == 7 && bits_cnt == 21)
				state<=next_state;
			else
				state<=state;
		end
	end
end
endmodule
```
**flow/config.mk**
```make
export PLATFORM = sky130hd
export DESIGN_NAME = S1
export DESIGN_NICKNAME = S1
export VERILOG_FILES = /design/flow/design.v
export SDC_FILE = /design/flow/constraint.sdc
export NUM_CORES = 4
export LEC_CHECK = 1
export CORE_UTILIZATION = 40
```
==> results_dict.tcl <==
# collected from the flow reports
set metrics [dict create \
    fin_skew_ns 0.0337 \
    r2r_slack_ns 0.61 \
    holdPathEnd "state[1]" \
    regToRegStartpoint "RB2_addr_cnt[1]" \
    grt_util_all_layers_pct 20.7 \
    crit_path_start_kind "flop" \
    drc 0 \
    numClockSinks 193 \
    ff_type "dfrtp_1" \
    reg2regPathDepth 9 \
    antenna_found_initial 0 \
    finalSetupViolations 0 \
    ys_async_sr_fraction_pct 100 \
    cts_tree "done" \
    hold_start "next_state[1]" \
    grt_use_met1_pct 32.5 \
    area_delta_synth_final_pct 10.7 \
    drt_first_pass_iters 5 \
    post_cts_resized 0 \
    drt_iter0_drc 391 \
    syn_area_um2 9770 \
    design_area_um2 10800 \
    rows 56 \
    dieArea_um2 25100 \
    hold_buffers 0 \
    diodes 0 \
    syn_inst 820 \
    regArea_um2 4830 \
    fp_util_pct 41.3 \
    leakage_nw 4.45 \
    holdWs_ns 0.451 \
    power_per_cell_area_nw_per_um2 222 \
    cts_max_level 4 \
    drv_slew 0 \
    drive_above_1_share_pct 27.8 \
    area.combinational_um2 4550 \
    edf_count 0 \
    path_clk_slew_ns 0.07 \
    fillers 2212 \
    grt_pass1_vias 6463 \
    ys_area_um2 9770 \
    route.vias.total 6596 \
    via_per_inst 5.71 \
    dp_hpwl_um 15700 \
    maxSlewHeadroom_pct 44.0 \
    clk_latency_ns 0.44 \
    fin_setup_tns_ns 0 \
    warnings 41 \
    port_buffers 16 \
    cp.arrival_ns 2.88 \
    cp.required_ns 3.49 \
    postRouteAntennaNets 0 \
    synth_warnings 9 \
    use_met3_pct 4.32 \
    rsz0062_at_grt "false" \
    core_um2 23700 \
    io_pins 26 \
    cap_violations 0 \
    clk_root_buffer_cell "clkbuf_16" \
    fp.dieW_um 158 \
    topCellsByArea "dfrtp_1, mux2_2, ha_1" \
    grt_start_max_net_pins 55 \
    routedWlPerCell_um 20.4 \
    yosysTopAreaCellShare_pct 48.7 \
    finalPower_mw 2.40 \
    grt-ovfl-total 0 \
    hold_viol 0 \
    r2r_end "sd" \
    criticalPathCategory "reg -> reg" \
    grtUsageMet2_pct 30.7 \
    synth_cell_types 73 \
    gr-max-usage-layer "met1" \
    ys_ff 193 \
    utilization_pct 45.7 \
    ys_seq_share_pct 49.4 \
    critPathCaptureType "flop" \
    grt_first_pass_wirelength_um 37700 \
    avgSynthCellArea_um2 11.9 \
    placed_cell_area_um2 10200 \
    fp.dieH_um 158 \
    whs_path_depth 2 \
    max-vdd-ir-drop_mv 0.150 \
    synth_stat.cells 820 \
    max-clock-path-buffers 2 \
    wl_um 23600 \
    numCtsBuffers 17 \
    hold_path.class "reg -> reg" \
    worst_pin_slew_ns 0.819 \
    gp_congestion 0.843 \
    yosysTopAreaCell "dfrtp_1" \
    critPathMaxFanout 12 \
    cts_setup_buffers 0 \
    status "complete, no violations" \
]
-- sequential cells by signal, indices dropped and copies added, names as in the netlist, 2 cells and up --
signal        flops
recive_data0     21
recive_data1     21
recive_data2     21
recive_data3     21
recive_data4     21
recive_data5     21
recive_data6     21
recive_data7     21
RB1_A             5
addr_cnt          5
bits_cnt          5
RB2_addr_cnt      3
next_state        2
state             2
-- report_power, final --
group	leakage, nW	switching, mW	internal [mW]
clock network	0.272	0.468	0.544
logic	1.90	0.0655	0.0531
registers	2.27	0.0240	1.25
total	4.45	0.557	1.84
-- worst max path at each step --
stage | from | end | slack (ns) | cells after the start
finish | RB2_addr_cnt[1] | sd | 0.61 | 9
CTS | sd | sd | 0.59 | 1
global route | RB1_A[0] | recive_data2[12] | 0.39 | 14
-- metal layers --
metal | up-vias | wire length (um) | share of wire, %
met1 | 3368 | 10900 | 46
li1 | 3021 | - | -
met5 | - | 0 | 0
met3 | 31 | 1420 | 6.0
met2 | 176 | 10700 | 45
met4 | 0 | 507 | 2.2
-- Yosys cell counts, types with 11 or more instances --
library cell / number
a22oi_1: 23
inv_1: 30
buf_4: 11
ha_1: 30
dfrtp_1: 190
o21ai_0: 11
mux2_2: 144
mux2i_1: 23
a21oi_1: 23
a222oi_1: 16
nand2_1: 40
clkbuf_1: 44
nand3_1: 16
nor2_2: 14
nor2_1: 30
-- cells by family (layout without fill, tap and decap cells) --
family                   after synthesis  in the layout  share of synthesized area, %
flip-flops                           193            193                          49.4
multiplexers                         171            171                          19.9
adder cells (fa/ha/maj)               30             30                          3.84
XOR/XNOR                              12             12                          1.08
AND-OR/OR-AND                        144            144                          11.4
AND/OR/NAND/NOR                      174            174                          9.95
buffers and inverters                 94            103                          4.30
other                                  2              9                        0.0769
-- cell type report --
| class | instances | share of cell area [%] |
|---|---|---|
| clock buffers | 18 | 4.06 |
| clock inverters | 13 | 1.17 |
| inverters | 30 | 1.08 |
| multi-input cells | 540 | 42.0 |
| flip-flops and latches | 193 | 44.7 |
| well taps | 319 | 3.69 |
| repair buffers | 42 | 3.29 |
-- metrics by stage --
stage	std cells	setup slack (ns)
global placement	1124	0.784
CTS	1155	0.590
global route	1155	0.392
detailed placement	1124	0.684
finish	1155	0.611
floorplan	827	-0.415
-- critical path, cell delays in order (launching register included) --
cell,delay (ns)
dfrtp_1,0.43
inv_1,0.09
ha_1,0.38
buf_4,0.29
a222oi_1,0.35
o2bb2ai_1,0.12
a211oi_1,0.22
o41ai_1,0.10
nor4b_1,0.37
nor4_1,0.08
-- cells in the final DEF, fill, tap and decap left out, types with 4 or more instances in the layout --
cell type / netlist / final
nand3_1: 16 / 16
nor4_1: 4 / 4
nor2b_1: 9 / 9
a22oi_1: 23 / 23
dfrtp_1: 190 / 190
xnor2_1: 10 / 10
and2_1: 8 / 8
nand3b_1: 5 / 5
and4b_1: 4 / 4
mux2i_1: 23 / 23
a222oi_1: 16 / 16
nand2_1: 40 / 40
a2111oi_0: 4 / 4
mux4_2: 4 / 4
nand4_1: 8 / 8
a221o_1: 6 / 6
clkdlybuf4s50_1: 0 / 16
a21o_1: 6 / 6
a31oi_1: 4 / 4
clkbuf_16: 0 / 17
o22ai_1: 5 / 5
nor2_1: 30 / 30
a221oi_1: 10 / 10
clkinvlp_4: 0 / 4
o211ai_1: 5 / 5
o21ai_0: 11 / 11
nor4b_1: 4 / 4
nor3_1: 6 / 6
buf_4: 11 / 26
a21oi_1: 23 / 23
nor2_2: 14 / 14
ha_1: 30 / 30
conb_1: 2 / 9
mux2_2: 144 / 144
inv_1: 30 / 29
inv_6: 0 / 5
nand2b_1: 4 / 4
Power is estimated from default activity; no workload was simulated.

`flow/design.v`:
```
module S2(clk,
		  rst,
		  S2_done,
		  RB2_RW,
		  RB2_A,
		  RB2_D,
		  RB2_Q,
		  sen,
		  sd);
input clk, rst;
input [17:0] RB2_Q;
input sen, sd;
output S2_done, RB2_RW;
output [2:0] RB2_A;
output [17:0] RB2_D;
reg	S2_done, RB2_RW;
reg [2:0] RB2_A;
reg [17:0] RB2_D;
reg  sen_1;
reg  sen_2;
wire neg_sen;
reg	 [20:0]recive_data0;
reg  [20:0]recive_data1;
reg  [20:0]recive_data2;
reg  [20:0]recive_data3;
reg  [20:0]recive_data4;
reg  [20:0]recive_data5;
reg  [20:0]recive_data6;
reg  [20:0]recive_data7;
reg  [4:0] bits_cnt;
reg  [4:0] package_cnt;
reg  [4:0] finish_cnt;
reg  sd_temp;
always@(posedge clk or posedge rst)begin
	if(rst)begin
		package_cnt<=0;
	end
	else begin
		if(sen == 1 && bits_cnt == 21)
			package_cnt<=package_cnt+1;
		else
			package_cnt<=package_cnt;
	end
end
always@(posedge clk or posedge rst)begin
	if(rst)
		sd_temp<=0;
	else 
		sd_temp<=sd;
end
always@(posedge clk or posedge rst)begin
	if(rst)begin
		recive_data0<=0;
		recive_data1<=0;
		recive_data2<=0;
		recive_data3<=0;
		recive_data4<=0;
		recive_data5<=0;
		recive_data6<=0;
		recive_data7<=0;
	end
	else begin
			if(package_cnt == 0)
				recive_data0[21-bits_cnt]<=sd_temp;
			else if (package_cnt == 1)
				recive_data1[21-bits_cnt]<=sd_temp;
			else if (package_cnt == 2)
				recive_data2[21-bits_cnt]<=sd_temp;
			else if (package_cnt == 3)
				recive_data3[21-bits_cnt]<=sd_temp;
			else if (package_cnt == 4)
				recive_data4[21-bits_cnt]<=sd_temp;
			else if (package_cnt == 5)
				recive_data5[21-bits_cnt]<=sd_temp;
			else if (package_cnt == 6)
				recive_data6[21-bits_cnt]<=sd_temp;
			else if (package_cnt == 7)
				recive_data7[21-bits_cnt]<=sd_temp;
	end
end
always@(posedge clk or posedge rst)begin
	if(rst)
		bits_cnt<=0;
	else begin
		if(!sen)
			bits_cnt<=bits_cnt+1;
		else
			bits_cnt<=0;
	end
end
always@(posedge clk or posedge rst)begin
	if(rst)
		RB2_RW<=1;
	else begin
		if(package_cnt == 8 && finish_cnt == 7)
			RB2_RW<=0;
		else if(package_cnt >= 1 && bits_cnt == 10)
			RB2_RW<=0;
		else
			RB2_RW<=1;
	end
end
always@(posedge clk or posedge rst)begin
	if(rst)
		RB2_A<=0;
	else begin
			case(package_cnt)
				0: 	RB2_A <= 0;
				1:	RB2_A<=(bits_cnt >=10) ? recive_data0[20:18] : 0 ;
				2:	RB2_A<=(bits_cnt >=10) ? recive_data1[20:18] : 0 ;
				3:	RB2_A<=(bits_cnt >=10) ? recive_data2[20:18] : 0 ;
				4:	RB2_A<=(bits_cnt >=10) ? recive_data3[20:18] : 0 ;
				5:	RB2_A<=(bits_cnt >=10) ? recive_data4[20:18] : 0 ;
				6:	RB2_A<=(bits_cnt >=10) ? recive_data5[20:18] : 0 ;
				7:	RB2_A<=(bits_cnt >=10) ? recive_data6[20:18] : 0 ;
				8:	RB2_A<=recive_data7[20:18];
				default : RB2_A <= 0;
			endcase
	end
end
always@(posedge clk or posedge rst)begin
	if(rst)
		RB2_D<=0;
	else begin
			case(package_cnt )
				0: 	RB2_D <= 1;
				1:	RB2_D<=(bits_cnt >=10) ? recive_data0[17:0] : 0 ;
				2:	RB2_D<=(bits_cnt >=10) ? recive_data1[17:0] : 0 ;
				3:	RB2_D<=(bits_cnt >=10) ? recive_data2[17:0] : 0 ;
				4:	RB2_D<=(bits_cnt >=10) ? recive_data3[17:0] : 0 ;
				5:	RB2_D<=(bits_cnt >=10) ? recive_data4[17:0] : 0 ;
				6:	RB2_D<=(bits_cnt >=10) ? recive_data5[17:0] : 0 ;
				7:	RB2_D<=(bits_cnt >=10) ? recive_data6[17:0] : 0 ;
				8:	RB2_D<=recive_data7[17:0];
				default : RB2_D <= 0;
			endcase
	end
end
always@(posedge clk or posedge rst)begin
	if(rst)
		finish_cnt<=0;
	else begin
		if(!RB2_RW) begin
			finish_cnt <= finish_cnt+1;
		end
		else
			finish_cnt <=finish_cnt;
	end
end
always@(posedge clk or posedge rst)begin
	if(rst)
		S2_done<=0;
	else begin
		if(finish_cnt == 9)
			S2_done<=1;
		else
			S2_done<=0;
	end
end
endmodule
```
`flow/run.sh`:
```
#!/bin/bash
# OpenROAD 26Q1-2900-gdf79404cd8, Yosys 0.63+post, stock flow scripts
make -C /OpenROAD-flow-scripts/flow DESIGN_CONFIG=/design/flow/config.mk WORK_HOME=/design/flow/orfs finish
```
`flow/config.mk`:
```
export PLATFORM = sky130hd
export DESIGN_NAME = S2
export DESIGN_NICKNAME = S2
export VERILOG_FILES = /design/flow/design.v
export SDC_FILE = /design/flow/constraint.sdc
export NUM_CORES = 4
export LEC_CHECK = 1
export CORE_UTILIZATION = 30
```
`flow/constraint.sdc`:
```
current_design S2

set clk_period 4.6
set clk_io_pct 0.2

create_clock -name clk0 -period $clk_period [get_ports {clk}]

set non_clock_inputs [all_inputs -no_clocks]
set_input_delay [expr $clk_period * $clk_io_pct] -clock clk0 $non_clock_inputs
set_output_delay [expr $clk_period * $clk_io_pct] -clock clk0 [all_outputs]
```
==> results.py <==
# Physical implementation metrics
metrics = {
    "power_and_ir_drop": {
        "finalPower_mw": 4.11,
        "peakVddDrop_uv": 255,
        "power.leakage_nw": 5.28,
        "power_density_nw_per_um2": 337,
    },
    "critical_path": {
        "startpoint_type": "flop",
        "cp.required_ns": 5.00,
        "timing_worst_setup_path_type": "reg -> reg",
        "cp.arrival_ns": 4.31,
        "crit_path_end_kind": "flop",
        "path_max_fanout": 34,
    },
    "die": {
        "rows": 68,
        "die_width_um": 190,
        "initCoreUtil_pct": 30.7,
        "die_y_um": 190,
        "core_area_um2": 34700,
        "ios": 45,
        "chipArea_um2": 36200,
    },
    "synth": {
        "synth_stat.cells": 932,
        "yosys_area_um2": 10600,
        "synth_flops": 207,
        "edf_count": 0,
        "ff_type": "dfrtp_1",
        "yosys.cell_count.top_type": "dfrtp_1",
        "synthArstFlopShare_pct": 100,
        "syn_inst": 932,
        "top_area_share_pct": 48.4,
        "synthTopCellsByArea": "dfrtp_1 48%, mux2_2 15%, nand4_1 8.3%, mux2_1 3.2%, a22oi_1 3.0%",
        "top_area_cell": "dfrtp_1",
        "ys_types": 49,
        "avgSynthCellArea_um2": 11.4,
        "ys_warn_count": 1,
        "syn_area_um2": 10600,
        "ys_seq_share_pct": 48.7,
        "common_cells": "206 x dfrtp_1, 141 x nand4_1, 138 x mux2_2",
    },
    "detailed_routing": {
        "drc": 0,
        "drt-initial-drc-count": 684,
        "n_antenna_cell": 0,
        "post_drt_wl_per_cell_um": 19.4,
        "drtPass1Iterations": 8,
        "ant_nets": 0,
        "viasPerCell": 5.67,
        "num_vias": 7871,
        "wl_mm": 27.0,
    },
    "timing": {
        "rsz0062_at_grt": "no",
        "finalCriticalPeriod_ns": 3.91,
        "slew_viol_final": 0,
        "tightest_slew_ns": 0.870,
        "hold_violations": 0,
        "fin_tns_setup_ns": 0,
        "worst_clock_skew_ns": 0.0102,
        "setup_violations": 0,
        "finalClockPeriodUsage_pct": 85.1,
        "maxSlewHeadroom_pct": 41.9,
        "fmax_ghz": 0.256,
    },
    "global_route": {
        "grt_pass1_wl_mm": 43.4,
        "grt_util_all_layers_pct": 15.5,
        "grt_max_degree": 119,
        "grt_pass1_vias": 7623,
        "antenna_found_initial": 0,
        "overflow": 0,
    },
    "flow_run": {
        "tool_warnings": 56,
        "drv_cap": 0,
    },
    "clocking": {
        "cts_root_buf": "clkbuf_16",
        "cts_hold_buffers": 0,
        "ctsResizeCount": 0,
        "h-tree-depth": 1,
        "clk_latency_ns": 0.52,
        "cts_buffer_depth": 3,
        "cts_setup_buffers": 0,
        "cts.sinks": 207,
        "tritoncts": "done",
        "numCtsBuffers": 23,
        "clk_pin_slew_ns": 0.06,
    },
    "placement": {
        "dp_hpwl_mm": 15.5,
        "place_congestion": 0.821,
        "numPortBuffers": 26,
    },
    "final_layout": {
        "n_fill_cell": 3368,
        "drive_gt1_share_pct": 24.2,
        "syn2layout_area_growth_pct": 14.6,
    },
    "run_status": {
        "status": "complete, no violations",
    },
    "hold_path": {
        "hp-class": "reg -> reg",
    },
}
## path summary, 6_finish.rpt
path                               start                to  slack (ns)  cells after the start
max                          bits_cnt[2]  recive_data0[15]        0.69                     13
min                        finish_cnt[4]           S2_done        0.49                      1
max reg2reg                  bits_cnt[2]  recive_data0[15]        0.69                     13
min reg2reg                finish_cnt[4]           S2_done        0.49                      1
max in group asynchronous            rst           sd_temp        2.76                      3
min in group asynchronous            rst   recive_data1[0]        0.79                      2
## placed cells by master (no fill, tap or decap), drive strengths merged, types with 2 or more instances in the layout
| master | netlist | layout |
|---|---|---|
| a22oi | 42 | 42 |
| clkinv | 0 | 5 |
| nor2b | 2 | 2 |
| a22o | 20 | 20 |
| nand2b | 2 | 2 |
| clkbuf | 63 | 34 |
| a222oi | 21 | 21 |
| nor2 | 51 | 51 |
| a21oi | 2 | 2 |
| nor4b | 6 | 6 |
| dfrtp | 206 | 206 |
| clkinvlp | 0 | 2 |
| nor4 | 35 | 35 |
| buf | 32 | 27 |
| mux2 | 168 | 168 |
| and4bb | 2 | 2 |
| o21ai | 2 | 2 |
| nor4bb | 8 | 8 |
| inv | 11 | 11 |
| nand4 | 141 | 141 |
| ha | 23 | 23 |
| xor2 | 4 | 4 |
| nand3 | 28 | 28 |
| and2 | 7 | 7 |
| xnor2 | 16 | 16 |
| nand4b | 2 | 2 |
| nor3 | 6 | 6 |
| clkdlybuf4s50 | 0 | 26 |
| nand2 | 20 | 20 |
## state kept, by name, indices dropped and copies added, names as in the netlist
name,count
recive_data2,21
RB2_RW,1
bits_cnt,5
RB2_D,18
recive_data4,21
sd_temp,1
recive_data1,21
recive_data0,21
recive_data6,21
package_cnt,5
recive_data5,21
recive_data7,21
recive_data3,21
finish_cnt,5
S2_done,1
RB2_A,3
## report_power, final
group	internal (mW)	switching [mW]
Clock	1.09	0.746
Sequential	1.88	0.0463
Combinational	0.100	0.242
## kinds of logic (layout without fill, tap and decap cells)
| logic type | count (synthesis) | after routing | synth area share (%) |
|---|---|---|---|
| and+or+nand+nor | 316 | 316 | 17.5 |
| buffers and inverters | 106 | 106 | 4.29 |
| muxes | 169 | 169 | 17.9 |
| xor gates and xnor gates | 20 | 20 | 1.86 |
| DFF | 207 | 207 | 48.7 |
| AOI/OAI and AO/OA | 91 | 91 | 7.11 |
| adders and majority gates | 23 | 23 | 2.70 |
## through the flow
step	util (%)	cells	worst slack (ns)	instance area [um2]	hold slack [ns]
after floorplan	-	932	0.995	10600	0.454
after global placement	33.0	1345	0.724	11400	0.469
after detailed placement	33.0	1345	0.734	11400	0.477
after CTS	35.1	1387	0.676	12200	0.492
after global routing	35.1	1387	0.312	12200	0.503
final	35.1	1387	0.687	12200	0.492
## worst max-delay path, stage by stage, from the launching register on
cell,delay [ns]
dfrtp_1,0.50
ha_1,0.27
xnor2_2,0.12
buf_4,0.18
and3_1,0.38
nand2_1,0.16
inv_1,0.10
ha_1,0.29
nor4bb_1,0.30
nand4_1,0.22
a211o_1,0.34
buf_4,0.25
nor4_1,0.32
mux2_2,0.37
## area by class of cell
cell class                 instances  area, um2  area share (%)
sequential                       207       5180            42.5
multi-input combinational        619       5100            41.8
clock buffer                      34        687            5.63
timing repair buffer              53        538            4.41
inverter                          11       45.0           0.369
tap                              455        569            4.67
clock inverter                     8       71.3           0.585
## routing by layer
metal  part of all wire [%]  GRT usage (%)  vias up  wire, um
li1                       -              -     3573         -
met1                     46           23.7     4007     12400
met2                     44           22.8      247     11900
met3                    7.1           3.55       44      1920
met4                    2.6           3.42        0       688
met5                      0              0        -         0

## /design/flow/design.v

```verilog
`timescale 1ns / 1ps
module RB2 (Q, CLK, WENn, A, D);
    parameter WORD_WIDTH = 18;
    parameter WORD_DEPTH = 8;
    parameter ADDR_WIDTH = 3;
    input CLK, WENn;
    input [ADDR_WIDTH-1:0] A;
    input [WORD_WIDTH-1:0] D;
    output [WORD_WIDTH-1:0] Q;
    reg [WORD_WIDTH-1:0] CELL [WORD_DEPTH-1:0];
    reg [WORD_WIDTH-1:0] Q;
    always@(posedge CLK)
    if (WENn)
      Q <= CELL[A];
    else
      CELL[A] <= D;
endmodule
```

## /design/flow/run.sh

```bash
#!/bin/bash
# OpenROAD 26Q1-2900-gdf79404cd8, Yosys 0.63+post, stock flow scripts
make -C /OpenROAD-flow-scripts/flow DESIGN_CONFIG=/design/flow/config.mk WORK_HOME=/design/flow/orfs finish
```

## /design/flow/config.mk

```make
export PLATFORM = sky130hd
export DESIGN_NAME = RB2
export DESIGN_NICKNAME = RB2
export VERILOG_FILES = /design/flow/design.v
export SDC_FILE = /design/flow/constraint.sdc
export NUM_CORES = 4
export LEC_CHECK = 1
export CORE_UTILIZATION = 50
```

## /design/flow/constraint.sdc

```tcl
current_design RB2

set clk_period 3.5
set clk_io_pct 0.2

create_clock -name clk0 -period $clk_period [get_ports {CLK}]

set non_clock_inputs [all_inputs -no_clocks]
set_input_delay [expr $clk_period * $clk_io_pct] -clock clk0 $non_clock_inputs
set_output_delay [expr $clk_period * $clk_io_pct] -clock clk0 [all_outputs]
```

==> out/qor.tcl <==
set qor(status) {completed}
set qor(wl_per_cell_um) 21.8
set qor(seq_area_frac_synth_pct) 79.1
set qor(final_max_slew_viol_count) 0
set qor(p_leak_nw) 2.43
set qor(floorplan.core_area_mm2) 0.0120
set qor(min-delay-path-class) {flop to flop}
set qor(ys_cells) 259
set qor(enable_flop_cells) 162
set qor(route.antenna.remaining_nets) 0
set qor(syn-instance-count) 259
set qor(ys_top_cells_by_area) {sky130_fd_sc_hd__edfxtp_1 79%, sky130_fd_sc_hd__mux4_1 6.8%, sky130_fd_sc_hd__mux4_2 5.1%}
set qor(via_count_of_the_first_global_routing_pass) 2851
set qor(cells_resized_by_post_cts_repair) 0
set qor(finalWorstSetupSlack_ns) 1.33
set qor(post_route_cells_drive_above_1_share_pct) 26.4
set qor(worst-path-max-fanout) 11
set qor(worstSetupPathType) {primary input to flop}
set qor(ff_type) {sky130_fd_sc_hd__edfxtp_1}
set qor(worstSetupStartpointType) {primary input}
set qor(boundaryPins) 41
set qor(cts_hold_repair.buffers) 0
set qor(initialDrtViolationCount) 119
set qor(clockRootBuffer) {sky130_fd_sc_hd__clkbuf_16}
set qor(drt-total-wl_mm) 10.6
set qor(post-dp-hpwl_mm) 6.20
set qor(fp-utilization_pct) 51.2
set qor(rsz_0062_raised_after_global_routing) {no}
set qor(power-per-cell-area_mw_per_mm2) 564
set qor(tritoncts) {built}
set qor(top_cell) {sky130_fd_sc_hd__edfxtp_1}
set qor(drt_drc_violations_left) 0
set qor(placement_rows) 40
set qor(synth.yosys.warnings) 1
set qor(via_count) 2782
set qor(synthTopCellsByCount) {162 x sky130_fd_sc_hd__edfxtp_1, 22 x sky130_fd_sc_hd__mux2_2, 16 x sky130_fd_sc_hd__mux4_1}
set qor(cts_max_path_buffers) 2
set qor(tritoncts.num_buffers) 17
set qor(report.final.hold_viol_count) 0
set qor(timing.reg2reg.worst_path_depth) 2
set qor(routabilityCongestion) 0.759
set qor(dp.cells) 454
set qor(crit_end) {Q[16]$_DFFE_PP_}
set qor(grt_first_pass_wirelength_mm) 16.3
set qor(slew_at_the_pin_closest_to_its_max_slew_limit_ns) 0.581
set qor(port_buffers) 40
set qor(grt-ovfl-total) 0
set qor(irDropWorstVdd_v) 0.000295
set qor(fin_hold_ws_ns) 0.583
set qor(die_height_um) 113
set qor(stage_log_warning_count) 25
set qor(routed_via_density) 5.75
set qor(max-slew-margin-rel_pct) 61.3
set qor(clock.fmax_mhz) 461
set qor(fp.dieArea_mm2) 0.0127
set qor(synth-async-reset-ratio_pct) 0
set qor(worst-r2r-setup-slack_ns) 2.05
set qor(layout.core_utilization_pct) 61.3
set qor(ys.flops) 162
set qor(timing.max_cap.violations) 0
set qor(clock_sink_total) 162
set qor(mappedNetlistArea_mm2) 0.00615
set qor(end_kind) {flop}
set qor(worst-endpoint-arrival_ns) 2.33
set qor(netlist-cell-type-count) 24
set qor(area_delta_synth_final_pct) 19.7
set qor(critical_path_required_ns) 3.66
set qor(syn-mean-instance-area_um2) 23.7
set qor(crit-reg2reg-capture) {Q[9]$_DFFE_PP_}
set qor(fin_setup_tns_ns) 0
set qor(clock_tree.htree_level_count) 4
set qor(post-route-period-util_pct) 62.0
set qor(timing.clock.skew_ns) 0.00531
set qor(clock_insertion_delay_worst_skew_ns) 0.42
set qor(grt_max_degree) 27
set qor(post_cts_buffers) 0
set qor(setup_slack_placement_ns) 0.893
set qor(drtPass1Iterations) 4
set qor(antenna_cells) 0
set qor(r2r_start) {CELL[2][9]$_DFFE_PP_}
set qor(synth_top_cell_by_area) {sky130_fd_sc_hd__edfxtp_1}
set qor(min_period_ns) 2.17
set qor(initial_antenna_violation_count) 0
set qor(die_w_um) 113
set qor(cp-startpoint) {A[1]}
set qor(synth-area-yosys_mm2) 0.00615
set qor(top_cell_area_share_pct) 79.1
set qor(combined_global_route_utilization_of_all_metal_layers_pct) 20.0
set qor(setup-violations-final) 0
set qor(final-instance-count-excl-fill) 484
set qor(path_clk_slew_ns) 0.06
[critical path, stage by stage]
cell and delay (ns):
sky130_fd_sc_hd__clkdlybuf4s50_1 0.70, sky130_fd_sc_hd__buf_4 0.27, sky130_fd_sc_hd__nor2_1 0.14, sky130_fd_sc_hd__a32o_1 0.26, sky130_fd_sc_hd__a211o_1 0.24
[registers in the layout (all words and copies together) (netlist names)]
| name | flops |
|---|---|
| CELL | 144 |
| Q | 18 |
[cells in the final DEF, fill, tap and decap left out]
cell                              count
sky130_fd_sc_hd__a32o_1               1
sky130_fd_sc_hd__clkinv_1             7
sky130_fd_sc_hd__nor2b_1              2
sky130_fd_sc_hd__a211o_1              1
sky130_fd_sc_hd__nor3_2               4
sky130_fd_sc_hd__buf_4               21
sky130_fd_sc_hd__nor4_2               1
sky130_fd_sc_hd__mux2_2              22
sky130_fd_sc_hd__mux2i_1              1
sky130_fd_sc_hd__mux4_1              16
sky130_fd_sc_hd__edfxtp_1           162
sky130_fd_sc_hd__buf_12               1
sky130_fd_sc_hd__clkinv_2             2
sky130_fd_sc_hd__nand2b_1             3
sky130_fd_sc_hd__mux4_2              14
sky130_fd_sc_hd__o21ai_0              1
sky130_fd_sc_hd__a32oi_1              2
sky130_fd_sc_hd__nand3b_1             3
sky130_fd_sc_hd__a21oi_1              1
sky130_fd_sc_hd__clkbuf_16           17
sky130_fd_sc_hd__a22oi_1              2
sky130_fd_sc_hd__nor2_1               1
sky130_fd_sc_hd__o211ai_1             2
sky130_fd_sc_hd__buf_2                2
sky130_fd_sc_hd__nand2_1              1
sky130_fd_sc_hd__clkdlybuf4s50_1     38
sky130_fd_sc_hd__clkbuf_1             2
sky130_fd_sc_hd__nor2_2               3
sky130_fd_sc_hd__bufinv_16            2
sky130_fd_sc_hd__nand3_1              2
[cell families (layout without fill, tap and decap cells)]
| group | after synthesis | after routing | share of synthesized area, % |
|---|---|---|---|
| mux | 53 | 53 | 16.2 |
| buf+inv | 14 | 92 | 1.69 |
| simple gates | 20 | 20 | 1.77 |
| compound gates | 10 | 10 | 1.24 |
| flops | 162 | 162 | 79.1 |
[per-stage QoR]
stage	power, mW	area (um^2)
floorplan	2.39	6150
global placement	2.51	6830
detailed placement	2.51	6830
CTS	4.18	7360
global route	4.28	7360
finish	4.15	7360
[area by class of cell]
type,instances,area [um^2]
tap,147,184
timing repair buffer,62,568
fill,870,4650
sequential,162,4860
multi-input combinational,83,1210
clock inverter,11,96.3
clock buffer,19,433
[layer usage]
layer | vias to the layer above | global-route usage (%) | share of wire, % | wire length (um)
li1 | 1240 | - | - | -
met1 | 1382 | 33.1 | 40 | 4200
met3 | 16 | 10.3 | 11 | 1150
met5 | - | 0 | 0 | 0
met2 | 144 | 28.8 | 47 | 5010
met4 | 0 | 2.89 | 1.8 | 193
[power breakdown]
group          switching [mW]  total [mW]  internal (mW)
clock network           0.664        1.68           1.02
logic                   0.105       0.232          0.127
registers              0.0158        2.23           2.22
[worst min path at each step]
stage / cells past startpoint / to / slack (ns) / from
5_1_grt: 2 / Q[7]$_DFFE_PP_ / 0.64 / CELL[4][7]$_DFFE_PP_
4_1_cts: 2 / Q[7]$_DFFE_PP_ / 0.60 / CELL[4][7]$_DFFE_PP_
6_report: 2 / Q[7]$_DFFE_PP_ / 0.58 / CELL[4][7]$_DFFE_PP_
Power figures rest on the tool's default switching activity, not on a simulated workload.
